<file path="constraint.sdc">
current_design RxUnit

set clk_period 4.8
set clk_io_pct 0.2

create_clock -name clk0 -period $clk_period [get_ports {clock}]

set non_clock_inputs [all_inputs -no_clocks]
set_input_delay [expr $clk_period * $clk_io_pct] -clock clk0 $non_clock_inputs
set_output_delay [expr $clk_period * $clk_io_pct] -clock clk0 [all_outputs]
</file>
<file path="design.v">
module BaudGenR(
    input wire          reset_n,     
    input wire          system_clk,  
    input wire  [1:0]   baud_rate,   
    output reg          baud_clk,    
    output reg          clock_stable 
);
    reg [15:0] threshold;   
    reg [15:0] clock_ticks; 
    always @(*) begin
        case (baud_rate)
            2'b00: threshold = 16'd20833;  
            2'b01: threshold = 16'd10416;  
            2'b10: threshold = 16'd5208;   
            2'b11: threshold = 16'd3472;   
            default: threshold = 16'd20833;  
        endcase
    end
    always @(posedge system_clk or negedge reset_n) begin
        if (!reset_n) begin
            clock_ticks <= 16'd0;
            baud_clk <= 1'b0;
            clock_stable <= 1'b0;  
        end else begin
            if (clock_ticks >= threshold) begin
                clock_ticks <= 16'd0; 
                baud_clk <= ~baud_clk; 
                clock_stable <= 1'b1; 
            end else begin
                clock_ticks <= clock_ticks + 1'd1;
                clock_stable <= 1'b0; 
            end
        end
    end
endmodule
module DeFrame (
    input wire  [10:0]  frame_parallel,   
    input wire          frame_ready,      
    output reg          extracted_parity,  
    output reg          extracted_start,   
    output reg          extracted_stop,    
    output reg          frame_done,        
    output reg  [7:0]   data_payload       
);
    always @(*) begin
        extracted_start  = frame_parallel[0];          
        data_payload     = frame_parallel[8:1];       
        extracted_parity = frame_parallel[9];         
        extracted_stop   = frame_parallel[10];        
        frame_done       = frame_ready;              
    end
endmodule
module ErrorChecker (
    input wire         reset_active_low,   
    input wire         frame_ready,        
    input wire  [12:0] received_frame,     
    input wire         received_parity,    
    input wire         received_start,     
    input wire         received_stop,      
    input wire  [1:0]  parity_mode,        
    output reg  [3:0]  error_location,     
    output reg         corrected,          
    output reg  [7:0]  corrected_data,     
    output reg         global_error_flag,  
    output reg  [2:0]  frame_error_flag    
);
    reg [4:0] calculated_parity;  
    reg [4:0] received_parity_bits;    
    reg [7:0] data_bits;          
    reg [4:0] syndrome;           
    reg parity_error;
    reg start_error;
    reg stop_error;
    always @(*) begin
        data_bits = received_frame[12:5];  
        received_parity_bits = received_frame[4:0];  
    end
    always @(*) begin
        calculated_parity[0] = data_bits[0] ^ data_bits[1] ^ data_bits[3] ^ data_bits[4] ^ data_bits[6];
        calculated_parity[1] = data_bits[0] ^ data_bits[2] ^ data_bits[3] ^ data_bits[5] ^ data_bits[6];
        calculated_parity[2] = data_bits[1] ^ data_bits[2] ^ data_bits[3] ^ data_bits[7];
        calculated_parity[3] = data_bits[4] ^ data_bits[5] ^ data_bits[6] ^ data_bits[7];
        calculated_parity[4] = data_bits[0] ^ data_bits[1] ^ data_bits[2] ^ data_bits[3] ^
                               data_bits[4] ^ data_bits[5] ^ data_bits[6] ^ data_bits[7];
    end
    always @(*) begin
        syndrome = received_parity_bits ^ calculated_parity;  
    end
    always @(*) begin
        parity_error = (parity_mode == 2'b01) ? ~(^data_bits) != received_parity :
                       (parity_mode == 2'b10) ? (^data_bits) != received_parity :
                       1'b0;
        start_error = (received_start != 1'b0);  
        stop_error = (received_stop != 1'b1);   
        frame_error_flag = {stop_error, start_error, parity_error};
        if (syndrome != 5'b00000) begin
            error_location = syndrome;  
            corrected_data = data_bits ^ (1 << (error_location - 1));  
            corrected = 1'b1;
        end else begin
            error_location = 4'd0;  
            corrected_data = data_bits;  
            corrected = 1'b0;
        end
        global_error_flag = |frame_error_flag || (syndrome != 5'b00000);
    end
endmodule
module RxUnit(
    input wire         reset_n,       
    input wire         data_tx,       
    input wire         clock,         
    input wire  [1:0]  parity_type,   
    input wire  [1:0]  baud_rate,     
    output             active_flag,   
    output             done_flag,     
    output      [2:0]  error_flag,    
    output      [7:0]  data_out       
);
wire baud_clk_w;               
wire [10:0] data_parallel_w;   
wire data_ready_w;             
wire parity_bit_w;             
wire start_bit_w;              
wire stop_bit_w;               
BaudGenR BaudGen (
    .reset_n(reset_n),
    .system_clk(clock),
    .baud_rate(baud_rate),
    .baud_clk(baud_clk_w),
    .clock_stable()  
);
SIPO_Receiver SIPO (
    .reset_active_low(reset_n),
    .serial_data_in(data_tx),
    .baud_clock(baud_clk_w),
    .is_active(active_flag),
    .data_ready(data_ready_w),
    .parallel_data_out(data_parallel_w)
);
DeFrame DeFramer (
    .frame_parallel(data_parallel_w),
    .frame_ready(data_ready_w),
    .extracted_parity(parity_bit_w),
    .extracted_start(start_bit_w),
    .extracted_stop(stop_bit_w),
    .frame_done(done_flag),
    .data_payload(data_out)
);
ErrorChecker ErrorCheck (
    .reset_active_low(reset_n),
    .frame_ready(done_flag),
    .received_frame({stop_bit_w, parity_bit_w, start_bit_w, data_out}),
    .received_parity(parity_bit_w),
    .received_start(start_bit_w),
    .received_stop(stop_bit_w),
    .parity_mode(parity_type),
    .error_location(),  
    .corrected(),       
    .corrected_data(),  
    .global_error_flag(),  
    .frame_error_flag(error_flag)
);
endmodule
module SIPO_Receiver (
    input  wire         reset_active_low,   
    input  wire         serial_data_in,     
    input  wire         baud_clock,         
    output wire         is_active,          
    output wire         data_ready,         
    output wire  [10:0] parallel_data_out   
);
    reg [10:0] frame_register, parallel_data_temp;
    reg [3:0]  bit_counter, clock_counter;
    reg [1:0]  current_state, next_state;
    localparam STATE_IDLE    = 2'b00,
               STATE_CENTER  = 2'b01,
               STATE_RECEIVE = 2'b10,
               STATE_READY   = 2'b11;
    always @(posedge baud_clock or negedge reset_active_low) begin
        if (!reset_active_low) begin
            current_state <= STATE_IDLE;
            clock_counter <= 4'd0;
            bit_counter   <= 4'd0;
            frame_register <= 11'b11111111111;  
        end else begin
            current_state <= next_state;
            case (current_state)
                STATE_IDLE: begin
                    frame_register <= 11'b11111111111;  
                    clock_counter <= 4'd0;
                    bit_counter <= 4'd0;
                    if (~serial_data_in) begin
                        next_state <= STATE_CENTER;  
                    end else begin
                        next_state <= STATE_IDLE;
                    end
                end
                STATE_CENTER: begin
                    if (clock_counter == 4'd7) begin
                        clock_counter <= 4'd0;
                        next_state <= STATE_RECEIVE;  
                    end else begin
                        clock_counter <= clock_counter + 4'd1;
                    end
                end
                STATE_RECEIVE: begin
                    if (bit_counter == 4'd10) begin
                        bit_counter <= 4'd0;
                        next_state <= STATE_READY;  
                    end else begin
                        if (clock_counter == 4'd15) begin
                            clock_counter <= 4'd0;
                            bit_counter <= bit_counter + 4'd1;
                            frame_register <= {serial_data_in, frame_register[10:1]};  
                        end else begin
                            clock_counter <= clock_counter + 4'd1;
                        end
                    end
                end
                STATE_READY: begin
                    next_state <= STATE_IDLE;  
                end
            endcase
        end
    end
    assign parallel_data_out = (current_state == STATE_READY) ? frame_register : 11'b11111111111;
    assign data_ready = (current_state == STATE_READY);
    assign is_active = (current_state != STATE_IDLE);
endmodule
</file>
<file path="config.mk">
export PLATFORM = sky130hd
export DESIGN_NAME = RxUnit
export DESIGN_NICKNAME = RxUnit
export VERILOG_FILES = /design/flow/design.v
export SDC_FILE = /design/flow/constraint.sdc
export NUM_CORES = 4
export LEC_CHECK = 1
export CORE_UTILIZATION = 40
</file>
<file path="run.sh">
#!/bin/bash
# OpenROAD 26Q1-2900-gdf79404cd8, Yosys 0.63+post, stock flow scripts
make -C /OpenROAD-flow-scripts/flow DESIGN_CONFIG=/design/flow/config.mk WORK_HOME=/design/flow/orfs finish
</file>
==> flow_summary.ini <==
; yosys + openroad results
[status]
status = complete, no violations

[routing]
routed_wl_um = 3820
wl_per_cell_um = 11.5
detail_route.iter0.violations = 66
diodes = 0
routed_via_density = 4.94
ant_nets = 0
dr.pass1.iters = 4
drc = 0
num_vias = 1639

[synth]
yosys-top-cells-area = dfrtp_1 (28%), ha_1 (13%), dfstp_2 (12%)
ys_ff = 40
syn_avg_cell_area_um2 = 9.76
yosysTopAreaCellShare_pct = 28.2
top_area_cell = dfrtp_1
ys_cells = 245
ys_seq_share_pct = 42.8
yosys_warnings = 5
synthArstFlopShare_pct = 95.0
top_cell = nor2_1
netlist_top_cells_count = nor2_1 (49), dfrtp_1 (27), ha_1 (24)
ys_types = 41
syn_inst = 245
edf_count = 2
yosysChipArea_um2 = 2390
ys.flop_type = dfrtp_1
synth_area_um2 = 2390

[finish]
syn_to_final_growth_pct = 11.6
fin_cells = 332
comb_area_um2 = 1270
final_layout_size_suffix_gt1_share_pct = 9.23
fill_cells = 522
seqCellArea_um2 = 1020
final_core_util_pct = 47.3

[clock_network]
clkTransAtPathRegs_ns = 0.07
root_buffer = clkbuf_8
numCtsBuffers = 3
cts_tree = done
post_cts_buffers = 0
hold_buffers = 0
cts_buffer_depth = 2
postCtsResizedCells = 0
clock_latency_ns = 0.25
htreeDepth = 1

[timing]
setup_viol = 0
slew_headroom_pct = 48.2
period_minus_slack_ns = 3.43
untimed_endpoints = 37
fmax_ghz = 0.291
hold_violations = 0
fin_hold_ws_ns = 0.573
setup_slack_ns = 1.37
tns_ns = 0
worst_slew_pin_slew_ns = 0.777
maxSlewViolCount = 0
finClkSkew_ns = 0.00468
finalCritPeriodShare_pct = 71.5
unclocked_regs = 23
rsz0062_at_grt = no

[placed_design]
place_inst = 328
dpl_worst_slack_ns = 1.11
gp_congestion = 0.839
io_buffers = 19
dpl.hpwl_um = 2810

[setup_path]
path_buffers = 2
path_common_cell = ha_1
required_ns = 4.90
path_cells = clkdlybuf4s50_1 > inv_1 > ha_1 > nor2_1 > ha_1 > and3_1 > o211ai_1 > o211a_1 > o31ai_4 > xor2_1
crit_path_max_fanout = 17
crit_family = AND-OR/OR-AND gates
cp_slowest_cell = o31ai_4
cp.arrival_ns = 3.53
critical_path_class = in -> reg
end_kind = register
worst_setup_path_start_kind = input pin
critPathMaxStageDelay_ns = 0.64

[global_routing]
grt_usage_pct = 13.9
grt_pass1_wl_um = 6890
grt-ovfl-total = 0
grt_pass1_vias = 1511
grt_max_degree = 40
antenna_found_initial = 0

[power]
p_leak_nw = 1.18
p_per_area_nw_per_um2 = 232
irDropWorstVdd_uv = 121

[die]
num_rows = 27
boundaryPins = 20
die.size.y_um = 79.3
initial_core_util_pct = 42.4
die_area_um2 = 6290
core_um2 = 5640
die-width_um = 79.3

[run]
warnings = 34
cap_violations = 0

[min_path]
min_path_type = reg -> reg
placed cells by master (no fill, tap or decap), types with 2 or more instances in the layout:
cell              n
a21o_1            2
o21ai_0           4
clkbuf_8          3
or2_2             2
nand4_1           5
nand3_1           7
mux2i_1           4
and3_1            4
ha_1             24
xnor2_1           7
nor3_1            2
dfrtp_1          27
nor2_1           49
edfxtp_1          2
nand2_1          11
clkdlybuf4s50_1  18
a31oi_1           3
inv_1            13
xor2_1           14
a21oi_1          16
dfstp_2          11
nand2b_1         11
layer usage:
layer	vias to the layer above	GRT usage, %	share of wire, %
li1	857	-	-
met1	760	22.7	54
met2	20	21.7	43
met3	2	1.87	3.1
met4	0	0.182	0.13
met5	-	0	0
area by class of cell:
type                    count  share of cell area, %
repair buffers             20                   7.22
multi-input cells         183                   47.4
inverters                  13                   1.83
clock inverters             1                  0.188
well taps                  72                   3.38
clock buffers               3                   1.55
flip-flops and latches     40                   38.4
cell families (layout without fill, tap and decap cells):
group	Yosys count	count (layout)	share of synthesized area, %
simple gates	100	100	20.8
flops	40	40	42.8
compound gates	33	33	9.73
fa+ha+maj	24	24	12.6
buf+inv	22	37	4.24
xor+xnor	21	21	7.69
mux	5	5	2.14
final timing paths:
path,from,endpoint,slack (ns),cells after the start
setup / recovery,baud_rate[0],BaudGen.baud_clk$_DFFE_PN0P_,1.37,10
hold / removal,BaudGen.clock_ticks[0]$_DFF_PN0_,BaudGen.clock_ticks[0]$_DFF_PN0_,0.57,1
setup reg to reg,BaudGen.clock_ticks[7]$_DFF_PN0_,BaudGen.baud_clk$_DFFE_PN0P_,2.56,6
hold reg to reg,BaudGen.clock_ticks[0]$_DFF_PN0_,BaudGen.clock_ticks[0]$_DFF_PN0_,0.57,1
max in group asynchronous,reset_n,BaudGen.clock_ticks[3]$_DFF_PN0_,3.71,2
min in group asynchronous,reset_n,BaudGen.baud_clk$_DFFE_PN0P_,0.76,2
power by group:
part | internal, mW | switching, mW
combinational | 0.0892 | 0.0979
clock | 0.0575 | 0.0465
sequential | 0.258 | 0.0698
registers in the layout, indices dropped and copies added, names as in the netlist:
signal and cells:
SIPO.bit_counter 4, SIPO.frame_register 11, SIPO.current_state 2, SIPO.clock_counter 4, BaudGen.clock_ticks 16, BaudGen.baud_clk 1
SIPO.next_state 2
through the flow:
step | total power [mW] | area (µm²)
final | 0.619 | 2670
after global routing | 0.679 | 2670
after global placement | 0.519 | 2620
after floorplan | 0.455 | 2390
after CTS | 0.628 | 2670
after detailed placement | 0.519 | 2620
No activity file was given, so power comes from the tool's default toggle rates.
